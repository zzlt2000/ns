[config.mk]
export PLATFORM = sky130hd
export DESIGN_NAME = fix_mul
export DESIGN_NICKNAME = fix_mul
export VERILOG_FILES = /design/flow/design.v
export SDC_FILE = /design/flow/constraint.sdc
export NUM_CORES = 4
export LEC_CHECK = 1
export CORE_UTILIZATION = 50
[design.v]
module fix_mul #(parameter INT_BITS = 12, FRAC_BITS = 4 ,TOTAL_BITS=16)(
    input   wire    signed [TOTAL_BITS-1:0] a,
    input   wire    signed [TOTAL_BITS-1:0] b,
    output  wire    signed [TOTAL_BITS-1:0] product
    );
    reg signed [2*TOTAL_BITS-1:0] prod=0;
    always @(a, b) 
    begin
        prod = $signed(a) * $signed(b);
        product = prod>>FRAC_BITS;
    end
endmodule
[constraint.sdc]
current_design fix_mul

set clk_period 13.1
set clk_io_pct 0.2

create_clock -name clk0 -period $clk_period

set non_clock_inputs [all_inputs -no_clocks]
set_input_delay [expr $clk_period * $clk_io_pct] -clock clk0 $non_clock_inputs
set_output_delay [expr $clk_period * $clk_io_pct] -clock clk0 [all_outputs]
[run.sh]
#!/bin/bash
# OpenROAD 26Q1-2900-gdf79404cd8, Yosys 0.63+post, stock flow scripts
make -C /OpenROAD-flow-scripts/flow DESIGN_CONFIG=/design/flow/config.mk WORK_HOME=/design/flow/orfs finish
==> run_results.csv <==
group,metric,value,unit
status,status,"complete, no violations",
worst_hold_path,min_to,"product[2]",
power_and_ir_drop,internal_power,0.00115,W
critical_path,cp_cell_sequence,"clkdlybuf4s50_1, nand2_1, fa_1, fa_1, fa_1, fa_1, inv_1, fa_1, inv_1, fa_1, inv_1, ha_1, o21a_1, o21ai_0, o2bb2ai_1, a31oi_1, a21oi_1, o311ai_1, clkdlybuf4s50_1",
global_routing,first_global_vias,4646,
timing,tns,0,ns
clocking,post-cts-setup-buffers,0,
worst_hold_path,min_from,"a[1]",
global_routing,overflow,0,
finish,flops,0,
timing,min_period,11.58,ns
worst_hold_path,hold_path_class,"in -> out",
timing,fmax,86.3,MHz
yosys,ys_seq_share,0,%
finish,n_fill_cell,1056,
power_and_ir_drop,switching_share,43.2,%
yosys,largest_area_cell,"fa_1",
placement,port_buffers,48,
timing,period_used_share,88.4,%
power_and_ir_drop,leakagePower,3.38,nW
detailed_routing,wirelength,12800,um
detailed_routing,drc,0,
detailed_routing,drt_iter0_drc,148,
global_routing,antenna_found_initial,0,
critical_path,setup.worst_path.class,"in -> out",
run,maxCapViolCount,0,
timing,hold_violations,0,
finish,regArea,0,sq um
clocking,ctsHoldBuffers,0,
placement,dp_hpwl,10600,um
detailed_routing,ant_nets,0,
critical_path,cpMostUsedCell,"fa_1",
timing,rsz0062_at_grt,"false",
timing,worst_pin_slew,0.852,ns
timing,slew_headroom,43.0,%
yosys,ys_types,37,
finish,syn2layout_area_growth,9.91,%
critical_path,start_kind,"primary input",
finish,post-route-cell-area,6580,sq um
yosys,topCellsByArea,"fa_1, ha_1, inv_1",
timing,setup_violations,0,
critical_path,path_max_fanout,16,
worst_hold_path,hold_depth,6,
global_routing,grt_max_degree,17,
placement,post_dp_cell_area,6580,sq um
critical_path,max_stage_delay,0.91,ns
timing,maxSlewViolCount,0,
yosys,synth_cells,698,
die,fp_util,52.0,%
clocking,cts_resized,0,
die,coreArea,11500,sq um
detailed_routing,post_drt_wl_per_cell,14.7,um
detailed_routing,first_pass_iters,20,
yosys,netlist.area_leader.share,45.5,%
power_and_ir_drop,p_sw,0.000877,W
global_routing,grt_first_pass_wirelength,22600,um
yosys,netlist_area,5980,sq um
die,die-width,111,um
power_and_ir_drop,power.density,309,nW/um^2
critical_path,crit_arrival,8.96,ns
detailed_routing,vias,4294,
critical_path,slowest_stage,"clkdlybuf4s50_1",
placement,dp.cells,869,
yosys,ys_area,5980,sq um
power_and_ir_drop,ir_drop,331,uV
critical_path,cp_num_buf_inv,5,
detailed_routing,via_per_inst,4.94,
power_and_ir_drop,combinationalPowerShare,100.0,%
finish,layout-drive-gt1-share,1.65,%
critical_path,required,10.48,ns
die,die-area,12400,sq um
finish,clock_buffers,0,
yosys,synth_stat.cells,698,
placement,place_congestion,0.903,
power_and_ir_drop,pwr-share-clk,0,%
power_and_ir_drop,seq_power_share,0,%
finish,final_cells,869,
run,tool_warnings,32,
die,die_y,111,um
global_routing,track_usage,24.6,%
critical_path,crit_family,"adder cells",
critical_path,endpoint_kind,"primary output",
yosys,yosys_warnings,2,
die,rows,39,
finish,comb_area,5170,sq um
detailed_routing,diodes,0,
yosys,syn_area_per_cell,8.57,sq um
die,io-pin-count,48,
[power groups by stage]
stage                 clock (W)  sequential (W)  combinational [W]
after CTS                     0               0            0.00207
after global routing          0               0            0.00231
final                         0               0            0.00203
[cell usage after synthesis (all sizes together), types with 4 or more instances]
cell type	number
nand2	103
and2	80
nor2	8
ha	65
a21o	4
clkbuf	21
xor2	9
o21ai	4
xnor2	32
fa	136
inv	192
a21oi	16
[cells in the final DEF (no fill, tap or decap), drive strengths merged, types with 2 or more instances in the layout]
| cell type | netlist | final |
|---|---|---|
| nand2 | 103 | 103 |
| nor2b | 2 | 2 |
| and3 | 2 | 2 |
| ha | 65 | 65 |
| a21o | 4 | 4 |
| inv | 192 | 192 |
| nand3 | 2 | 2 |
| fa | 136 | 136 |
| a21oi | 16 | 16 |
| nand4 | 2 | 2 |
| a211oi | 2 | 2 |
| xnor2 | 32 | 32 |
| nor2 | 8 | 8 |
| o21ai | 4 | 4 |
| buf | 2 | 3 |
| nand2b | 2 | 2 |
| clkdlybuf4s50 | 0 | 48 |
| xor2 | 9 | 9 |
| and2 | 80 | 80 |
[layout make-up]
class | instances | area share [%]
multi-input combinational | 483 | 78.7
tap | 143 | 2.72
inverter | 192 | 11.0
timing repair buffer | 51 | 7.65
[layer usage]
layer / wire length, um / GRT usage [%] / vias to the layer above
met4: 125 / 1.71 / 0
met3: 1100 / 7.20 / 7
met5: 0 / 0 / -
met1: 5850 / 39.3 / 2092
li1: - / - / 2071
met2: 5700 / 37.2 / 124
[worst max path at each step]
stage | start | to | depth (start not counted)
finish | b[1] | product[14] | 19
CTS | b[1] | product[14] | 19
global route | b[1] | product[14] | 19
[cells by family (layout without fill, tap and decap cells)]
logic type / after synthesis / after routing / synth area share, %
xor gates and xnor gates: 41 / 41 / 6.00
buffers and inverters: 215 / 243 / 13.5
adders and majority gates: 201 / 201 / 59.1
and+or+nand+nor: 204 / 204 / 17.0
AOI/OAI and AO/OA: 37 / 37 / 4.39
[stage by stage]
step / hold WS, ns / setup slack (ns) / util (%) / total power, W
after CTS: 6.63 / 1.42 / 57.1 / 0.00207
after global routing: 6.71 / 1.17 / 57.1 / 0.00231
final: 6.62 / 1.52 / 57.1 / 0.00203
after global placement: 6.62 / 1.52 / 57.1 / 0.00204
after floorplan: 5.46 / 3.11 / - / 0.00126
after detailed placement: 6.63 / 1.42 / 57.1 / 0.00205
Power is estimated from default activity; no workload was simulated.
